**flow/run.sh**
```bash
#!/bin/bash
# OpenROAD 26Q1-2900-gdf79404cd8, Yosys 0.63+post, stock flow scripts
make -C /OpenROAD-flow-scripts/flow DESIGN_CONFIG=/design/flow/config.mk WORK_HOME=/design/flow/orfs finish
```
**flow/config.mk**
```make
export PLATFORM = sky130hd
export DESIGN_NAME = rvm_gprs
export DESIGN_NICKNAME = rvm_gprs
export VERILOG_FILES = /design/flow/design.v
export SDC_FILE = /design/flow/constraint.sdc
export NUM_CORES = 4
export LEC_CHECK = 1
export CORE_UTILIZATION = 40
```
**flow/constraint.sdc**
```tcl
current_design rvm_gprs

set clk_period 10.1
set clk_io_pct 0.2

create_clock -name clk0 -period $clk_period [get_ports {clk}]

set non_clock_inputs [all_inputs -no_clocks]
set_input_delay [expr $clk_period * $clk_io_pct] -clock clk0 $non_clock_inputs
set_output_delay [expr $clk_period * $clk_io_pct] -clock clk0 [all_outputs]
```
**flow/design.v**
```verilog
module rvm_gprs(
input  wire        clk        ,  
output wire        clk_req    ,  
input  wire        resetn     ,  
input  wire        rs1_en     ,  
input  wire [4 :0] rs1_addr   ,  
output wire [31:0] rs1_rdata  ,  
input  wire        rs2_en     ,  
input  wire [4 :0] rs2_addr   ,  
output wire [31:0] rs2_rdata  ,  
input  wire        rd_wen     ,  
input  wire [4 :0] rd_addr    ,  
input  wire [31:0] rd_wdata      
);
reg [31:0] registers [31:0];  
assign rs1_rdata = registers[rs1_addr & {5{rs1_en}}];
assign rs2_rdata = registers[rs2_addr & {5{rs2_en}}];
assign clk_req = rd_wen;
genvar gen_i;  
generate
    for (gen_i = 0 ; gen_i < 32; gen_i = gen_i + 1) begin
        if(gen_i == 0) begin
            always @(resetn) begin
                registers[gen_i] = 32'b0;
            end
        end else begin
            always @(posedge clk, negedge resetn) begin
                if(resetn == 1'b0) begin
                    registers[gen_i] <= 32'b0;
                end else if(rd_wen == 1'b1 && rd_addr == gen_i) begin
                    registers[gen_i] <= rd_wdata;
                end
            end
        end
    end
endgenerate
endmodule
```
==> results.txt <==
The full implementation flow was run.

Once iteration 0 of detailed routing completed, the report listed 5655 DRC markers. Looking at the reg2reg group, the worst path starts from registers[16][30]$_DFFE_PN0P_. Per the synthesis report, the simple-gate share of the synthesized area is 0.0866. Max fanout on the critical path was recorded as 19. Between clock sinks in the finished design, the worst skew comes to 0 ns. After floorplanning, the core was sized to cover 124000 µm².

Looking at the setup timing report, the critical path kind is input port to output pin. In this run the critical register-to-register path is captured at registers[16][30]$_DFFE_PN0P_. The number of buffers on the longest clock path stands at 3.

The final timing report lists a max-slew violation count of 0. The required time at the endpoint of the critical path stands at 8.08 ns. The count of final hold-check violations stands at 0. The total power per unit cell area stands at 195 nW/µm². Post-CTS timing repair inserted 0 buffers for setup. The H-tree depth stands at 3. The height of the die stands at 357 µm. In this run, synthesis inferred 0 flip-flops with an integrated enable. The count of antenna-violating nets left after detailed routing stands at 0.

The detailed placer reported the number of placed instances as 5690. Setup repair after global routing left no endpoint under its margin. met1 track demand over resource after global routing is 0.509. Derived from the worst setup path, the maximum achievable clock frequency is 0.118 GHz. The largest registers in the layout are registers: 992 flops. The number of iterations in the first detailed-routing pass stands at 24.

Gates resized during post-CTS repair numbered 0. met2 track demand over resource after global routing is 0.531. Of the total synthesized cell area, the portion taken by AND-OR and OR-AND cells is 0.133. Hold analysis shows the worst path with a depth of 1. The chip area line in the Yosys stat output reads 50300 µm². The endpoint of the worst hold path is reported as registers[12][23]$_DFFE_PN0P_. In the routed design, unresolved DRC markers number 0. In the Yosys stats the netlist draws on around 51 distinct library cells. The number of clock buffers added by TritonCTS is 107. The startpoint identified for the worst hold timing path is registers[12][23]$_DFFE_PN0P_. STA classifies the critical path startpoint as an input port.

The post-route non-filler standard cell count stands at around 5900. The critical path data arrival time stands at 6.46 ns. TritonCTS built the clock tree. The number of antenna violations at the first check in global routing was 16. In the final routed layout, each cell accounts on average for 42.0 µm. The flow measured a signed area growth from synthesis to layout of 14.5%. The post-cts hold buffer count stands at 0. The number of primary I/O pins stands at around 120. Per the cell usage report, the commonest logic cells after layout are sky130_fd_sc_hd__mux2_2, sky130_fd_sc_hd__dfrtp_1, sky130_fd_sc_hd__a22oi_1. The buffer_ports step reported a buffer count of 116. Entering global routing, the biggest net connects 123 pins. The CTS clock-pin slew for the worst setup and hold paths stands at 0.06 ns. The worst setup path is captured at an output pin.

Per the cell usage report, the commonest logic cell in the layout is sky130_fd_sc_hd__mux2_2. Dividing the final minimum period by the clock period gives 0.840. In this run the horizontal extent of the chip is 357 µm. The total number of vias stands at between 40000 and 50000. For reference, the mux area share after synthesis is 0.250. The end-of-flow timing check tallies setup violations at 0. The number of warnings printed during yosys synthesis stands at 2. The number of instances in the synthesized netlist stands at 4181. In the synthesized netlist the dominant register cell turns out to be sky130_fd_sc_hd__dfrtp_1. The tree is rooted in a sky130_fd_sc_hd__clkbuf_16. The summed instance area of the synthesized netlist stands at 50300 µm². For this run, the register share of the synthesized area comes to 0.494. The worst-case headroom to the max-slew limit stands at 0.219. The area fraction of the largest cell type after synthesis is 0.494. The initial utilization of the core area, before any placement, comes to 0.405.

The synth_stat.txt file lists the number of cells as 4181. The report lists the number of standard-cell rows as 129. The summed negative setup slack over all endpoints stands at 0 ns. The wire length of the first global-routing pass stands at ~340 mm. The post-DP HPWL stands at 146 mm. registers holds more flip-flops than any other register.

Per the GRT log, the top usage layer is met2. For the pin with the worst max-slew slack, the measured transition is between 1 and 1.5 ns. The area fraction in full adders, half adders and majority gates stands at 0. After detailed routing, the number of vias per cell comes to 7.26. Yosys shows that the main logic family after synthesis is multiplexers. OpenROAD emitted warnings numbering 37. Across the VDD grid, the largest voltage drop is 0.143 mV.

The flop and latch count out of synthesis stands at 992. In the post-synthesis netlist, the biggest area contributors are sky130_fd_sc_hd__dfrtp_1, sky130_fd_sc_hd__mux2_2, sky130_fd_sc_hd__a22oi_1, sky130_fd_sc_hd__and3_1, sky130_fd_sc_hd__clkbuf_1. The met3 track utilization from global routing stands at 0.260. The overall chip area stands at about 130000 µm². The number of flip-flops under the largest register name stands at between 900 and 1000. For reference, the post-synthesis area per instance comes to 12.0 µm². Max-cap violations in this run came to 0. The worst path needs 8.48 ns of the cycle, external delays included. The CTS log lists the clock sinks for this run as about 1000. Yosys reported that registers with async set or reset make up 1.00. The latest clock arrival within the worst-skew pair stands at 0.73 ns.

The via count of the first global-routing pass was 42000. Of all cell types, the one taking the most synthesized area is sky130_fd_sc_hd__dfrtp_1. The post-synthesis share of cell area spent on xor and xnor gates stands at 0. Checking hold timing, the worst path is listed with class flop to flop. The worst hold slack stands at ~0.52 ns. The overall routing resource usage stands at 0.406. Per the detailed-route log, wirelength across all metal layers totals 249 mm. The remaining global-route overflow stands at 0. The last weighted congestion value of the routability-driven placer stands at 1.04. Setup slack on the worst reg-to-reg path comes out at 9.18 ns. Per the OpenROAD power report, leakage power amounts to 0.0259 µW. The run finished with clean final reports. Measured in cells, the most critical reg-to-reg path has a length of 1. The fraction of layout instances using a drive strength above 1 stands at 0.354.
-- worst max-delay path, stage by stage --
cell	delay [ns]
sky130_fd_sc_hd__clkdlybuf4s50_1	0.79
sky130_fd_sc_hd__and4b_1	0.90
sky130_fd_sc_hd__buf_4	0.41
sky130_fd_sc_hd__and2_2	0.60
sky130_fd_sc_hd__buf_4	0.62
sky130_fd_sc_hd__a222oi_1	0.14
sky130_fd_sc_hd__nand4_1	0.12
sky130_fd_sc_hd__or4_1	0.27
sky130_fd_sc_hd__clkdlybuf4s50_1	0.53
-- power breakdown --
part	leakage, µW	switching [µW]	total (µW)	internal, µW
Clock	0.00183	1770	4250	2480
Sequential	0.0127	730	5470	4740
Combinational	0.0113	690	1520	827
-- area by class of cell --
| class | instances | area, µm² |
|---|---|---|
| inverters | 2 | 7.51 |
| flip-flops and latches | 992 | 24800 |
| fillers | 11000 | 66700 |
| clock buffers | 153 | 3190 |
| repair buffers | 332 | 2840 |
| diodes | 20 | 50.0 |
| well taps | 1637 | 2050 |
| multi-input cells | 2727 | 24000 |
| clock inverters | 48 | 606 |
-- Yosys cell counts (2+ instances only) --
| library cell | count |
|---|---|
| sky130_fd_sc_hd__nand4bb_1 | 2 |
| sky130_fd_sc_hd__buf_2 | 66 |
| sky130_fd_sc_hd__a222oi_1 | 39 |
| sky130_fd_sc_hd__nor3b_1 | 2 |
| sky130_fd_sc_hd__o2111ai_1 | 7 |
| sky130_fd_sc_hd__nor2_1 | 37 |
| sky130_fd_sc_hd__and4b_1 | 7 |
| sky130_fd_sc_hd__and3_1 | 218 |
| sky130_fd_sc_hd__nor3_1 | 30 |
| sky130_fd_sc_hd__or3_1 | 7 |
| sky130_fd_sc_hd__nand4_1 | 107 |
| sky130_fd_sc_hd__nor4_1 | 3 |
| sky130_fd_sc_hd__or4_1 | 58 |
| sky130_fd_sc_hd__and2_4 | 2 |
| sky130_fd_sc_hd__buf_6 | 3 |
| sky130_fd_sc_hd__mux2_1 | 8 |
| sky130_fd_sc_hd__and4_1 | 4 |
| sky130_fd_sc_hd__nor4b_1 | 2 |
| sky130_fd_sc_hd__o2bb2ai_1 | 26 |
| sky130_fd_sc_hd__mux2i_1 | 121 |
| sky130_fd_sc_hd__clkbuf_1 | 332 |
| sky130_fd_sc_hd__buf_1 | 57 |
| sky130_fd_sc_hd__dfrtp_1 | 992 |
| sky130_fd_sc_hd__inv_1 | 2 |
| sky130_fd_sc_hd__nand4b_1 | 4 |
| sky130_fd_sc_hd__nand2b_1 | 9 |
| sky130_fd_sc_hd__mux2_2 | 1001 |
| sky130_fd_sc_hd__nand3_1 | 97 |
| sky130_fd_sc_hd__and2_1 | 43 |
| sky130_fd_sc_hd__buf_4 | 2 |
| sky130_fd_sc_hd__a221o_1 | 3 |
| sky130_fd_sc_hd__a21oi_1 | 32 |
| sky130_fd_sc_hd__a32oi_1 | 15 |
| sky130_fd_sc_hd__o211ai_1 | 20 |
| sky130_fd_sc_hd__nor4bb_1 | 5 |
| sky130_fd_sc_hd__o22ai_1 | 8 |
| sky130_fd_sc_hd__nand2_1 | 89 |
| sky130_fd_sc_hd__a22oi_1 | 555 |
| sky130_fd_sc_hd__a22o_1 | 29 |
| sky130_fd_sc_hd__a32o_1 | 6 |
| sky130_fd_sc_hd__and2_0 | 4 |
| sky130_fd_sc_hd__nor2b_1 | 9 |
| sky130_fd_sc_hd__a2bb2oi_1 | 37 |
| sky130_fd_sc_hd__a2111oi_0 | 74 |
-- metal layers --
metal,part of all wire,wire (µm)
met1,0.35,85900
met2,0.40,98800
met3,0.18,43500
met4,0.079,19700
met5,0.0025,628
-- worst max-delay path by stage --
| stage | to | cells past startpoint | slack, ns | start |
|---|---|---|---|---|
| finish | rs1_rdata[31] | 9 | 1.62 | rs1_addr[2] |
| CTS | rs1_rdata[31] | 9 | 1.92 | rs1_addr[2] |
| global route | rs1_rdata[31] | 9 | 1.74 | rs1_addr[2] |
-- kinds of logic (layout without fill, tap and decap cells) --
kind of cell    after synthesis  after routing
compound gates              854            854
buf+inv                     462            535
flops                       992            992
mux                        1130           1130
other cells                   0             20
simple gates                743            743
-- through the flow --
step           power (µW)  setup slack [ns]  area, µm²  utilization
2_1_floorplan        6200              4.31      50300            -
6_report            11200              1.62      57600        0.463
5_1_grt             11600              1.74      57600        0.463
4_1_cts             11200              1.92      57500        0.463
3_5_place_dp         6980              1.94      53700        0.432
3_3_place_gp         6950              2.01      53700        0.432
Power is estimated from default activity; no workload was simulated.
